$ cat flow/config.mk
export PLATFORM = sky130hd
export DESIGN_NAME = I2S_RECV
export DESIGN_NICKNAME = I2S_RECV
export VERILOG_FILES = /design/flow/design.v
export SDC_FILE = /design/flow/constraint.sdc
export NUM_CORES = 4
export LEC_CHECK = 1
export CORE_UTILIZATION = 30
$ cat flow/constraint.sdc
current_design I2S_RECV

set clk_period 2.5
set clk_io_pct 0.2

create_clock -name clk0 -period $clk_period [get_ports {IN_SCK}]

set non_clock_inputs [all_inputs -no_clocks]
set_input_delay [expr $clk_period * $clk_io_pct] -clock clk0 $non_clock_inputs
set_output_delay [expr $clk_period * $clk_io_pct] -clock clk0 [all_outputs]
$ cat flow/design.v
module ADC_FRAME_BUFFER(
	input CLK,
	input nRST,
	input [23:0] left_audio_in,
	input [23:0] right_audio_in,
	input hold_output,
	output reg busy,
	output reg [23:0] left_audio_out,
	output reg [23:0] right_audio_out
);
always @(posedge CLK, negedge nRST)
begin
	if(nRST == 1'b0)
	begin
		left_audio_out <= 24'b0;
		right_audio_out <= 24'b0;
	end
	else
	begin
		if(hold_output == 1'b0)
		begin
			left_audio_out <= left_audio_in;
			right_audio_out <= right_audio_in;
			busy <= 1'b1;
		end
		begin
			busy <= 1'b0;
		end
	end
end
endmodule
`timescale 1ns/1ns
module I2S_RECV(
	input IN_SCK,
	output [23:0] left_out,
	output [23:0] right_out,
	output reg BCK,
	output reg LRC = 1'b0,
	input DATA_IN,
	input hold_output,
	output busy
);
reg [23:0] left_frame_in;
reg [23:0] right_frame_in;
reg [23:0] left_buffer;
reg [23:0] right_buffer;
reg [7:0] bit_count = 8'b0;
localparam LEFT_CHANNEL = 1'b0;
localparam RIGHT_CHANNEL = 1'b1;
reg [3:0] decimator = 2'b0;
always @(posedge IN_SCK)
begin
	decimator = decimator + 1'b1;
	if(decimator > 1)
	begin
		decimator <= 2'b0;
		BCK <= !BCK;
	end
end
always @(negedge BCK)
begin
	if(bit_count == 0) begin
		LRC = !LRC;
	end
end
always @(posedge BCK)
begin
	bit_count <= bit_count + 8'b1;
	if(bit_count > 0 && bit_count < 25)
	begin
		if(LRC == LEFT_CHANNEL)
			left_frame_in <= {left_frame_in[22:0], DATA_IN};
		else if(LRC == RIGHT_CHANNEL)
			right_frame_in <= {right_frame_in[22:0], DATA_IN};
	end
	if(bit_count == 26 && LRC == RIGHT_CHANNEL)
	begin
		left_buffer <= left_frame_in;
		right_buffer <= right_frame_in;
		left_frame_in <= 24'b0;
		right_frame_in <= 24'b0;
	end
	if(bit_count == 31)
		bit_count <= 0;
end
ADC_FRAME_BUFFER buffer
(
	.CLK(IN_SCK) ,	 
	.nRST(1'b1) ,	 
	.left_audio_in(left_buffer) ,		 
	.right_audio_in(right_buffer) ,	 
	.hold_output(hold_output) ,	 
	.busy(busy) ,						 
	.left_audio_out(left_out) ,	 
	.right_audio_out(right_out) 	 
);
endmodule
$ cat flow/run.sh
#!/bin/bash
# OpenROAD 26Q1-2900-gdf79404cd8, Yosys 0.63+post, stock flow scripts
make -C /OpenROAD-flow-scripts/flow DESIGN_CONFIG=/design/flow/config.mk WORK_HOME=/design/flow/orfs finish
==> ci_impl_report.md <==
### Metrics collected by this job

| Metric | Value |
|---|---|
| Vias in the first global route | 2889 |
| Clk pin slew, worst setup/hold paths | 0.07 ns |
| Reg2Reg Depth | 3 |
| Worst Hold Depth | 1 |
| Ports | 54 |
| Setup Total Neg Slack | 0 ns |
| Number of max-cap violations | 0 |
| Final wirelength | 8.72 mm |
| # setup viols final | 0 |
| Pleak | 2.32 nW |
| RR Endpoint | BCK |
| Initial antenna violation count | 0 |
| Initial core utilization | 0.310 |
| Cell Type Count | 41 |
| Number of cells in Yosys stat | 384 |
| ANT cells | 0 |
| EDFF count, synth | 98 |
| Area Overhead vs Synth | 16.3% |
| CP endpoint kind | register |
| Skew final | 0.00327 ns |
| Inst Count DP | 651 |
| Power Total | 2.24 mW |
| Worst Max-Slew Pin Slew | 0.917 ns |
| Hold buffers post-CTS | 0 |
| Pwr Density | 342 mW/mm^2 |
| Cell Area, Synth | 0.00564 mm^2 |
| Via/cell ratio | 4.77 |
| Core area | 0.0182 mm^2 |
| Setup Fix Bufs, Post-CTS | 0 |
| Hold WC Path Type | register to register |
| Relative slew slack | 0.387 |
| Syn avg cell area | 14.7 um^2 |
| Die height | 139 um |
| Tot GR Track Use | 0.0962 |
| Count of unclocked register or latch pins | 105 |
| Mapped Cells | 384 |
| Initial DRC count | 304 |
| Routed Antenna Nets | 0 |
| Top cell area share | 0.522 |
| DR top layer | met4 |
| H-tree depth | 2 |
| IO Port Bufs | 52 |
| Gpl congestion | 0.732 |
| Clock Latency Late Sink | 0.29 ns |
| Crit share post-route | 0.654 |
| FP Rows | 49 |
| CP startpoint kind | register |
| Worst-path maximum fanout | 5 |
| Arr. time, crit path | 1.70 ns |
| RSZ-0062 raised after global routing | false |
| Total gr overflow | 0 |
| Yosys Chip Area | 0.00564 mm^2 |
| First-pass GRT wire length | 14.8 mm |
| R2R setup slack | 0.87 ns |
| Ys async rst share | 0 |
| Pins Over Slew Limit | 0 |
| DRC Markers | 0 |
| Synth warn | 2 |
| Chip area | 0.0193 mm^2 |
| Wl on met1 | 4.06 mm |
| Post_cts resized | 0 |
| Crit path kind | register to register |
| Endpoints failing hold | 0 |
| Hpwl dp | 5.59 mm |
| Fmax | 0.612 GHz |
| Layout cells sized above 1 | 0.0605 |
| DR WL met2 | 4.21 mm |
| Hold_sp | decimator[0] |
| Synth Flop Type | edfxtp_1 |
| Outcome | completed |
| Pre-antenna DRT Iters | 20 |
| CTS tree | built |
| Top cells by area | edfxtp_1 52%, dfxtp_1 21%, a22o_1 3.7%, o2111ai_1 3.7%, o221ai_1 3.7% |
| Max clock buf depth | 2 |
| Hold Path Sink | decimator[0] |
| Clock root buffer | clkbuf_16 |
| Registers, synthesis | 158 |
| Crit path time final | 1.63 ns |
| Log Warnings | 31 |
| Total CTS buffers | 5 |
| Largest net degree at the start of global routing | 106 |
| DR vias | 3142 |
| Endpoints left unconstrained | 203 |
| Die W | 139 um |
| Largest area contributor in the netlist | edfxtp_1 |
| Sequential-to-total area share from yosys stat | 0.735 |
| Crit Reg-Reg Startpoint | decimator[0] |
| Met3 wire len | 347 um |
| Routed wire per std cell | 13.2 um |
| Post-Layout Cell Count | 659 |
| Required @ worst endpoint | 2.56 ns |
| Worst vdd ir | 0.265 mV |
==> registers in the layout, summed over array words and instances (netlist names) <==
name                    count
LRC                         1
buffer.left_audio_out      24
right_frame_in             24
right_buffer               24
left_buffer                24
decimator                   4
left_frame_in              24
BCK                         1
bit_count                   8
buffer.right_audio_out     24
==> critical path, cell delays in order, from the launching register on <==
cell and delay (ns):
dfxtp_1 0.35, ha_1 0.23, or4b_2 0.64, and2_1 0.19
==> cell families after synthesis <==
family | Yosys count | synth area share
adders and majority gates | 6 | 0.0133
AOI/OAI and AO/OA | 86 | 0.133
DFF | 158 | 0.735
xor gates and xnor gates | 4 | 0.00622
and+or+nand+nor | 72 | 0.0677
other | 1 | 0.000665
buffers and inverters | 57 | 0.0442
==> how the worst max path moves through the flow <==
stage,end,startpoint,slack [ns],cells after the start
after CTS,BCK,BCK,0.84,1
after global routing,BCK,decimator[0],0.80,3
final,BCK,decimator[0],0.87,3
==> power breakdown <==
part	switching, mW	internal [mW]	leakage [nW]
clock	0.312	0.373	0.0702
combinational	0.112	0.0950	0.890
sequential	0.0323	1.32	1.36
==> final cells by class <==
cell class	count	area [um^2]
multi-input combinational	171	1260
inverter	31	116
clock buffer	5	125
timing repair buffer	62	608
tap	229	287
clock inverter	3	21.3
fill	1647	11600
sequential	158	4140
==> cells in the mapped netlist, drive strengths merged (3+ instances only) <==
library cell	instances
a22o	24
buf	11
clkbuf	15
dfxtp	60
edfxtp	98
ha	6
inv	30
nand2	28
nand3	3
nor2	3
nor2b	26
nor3	4
o2111ai	25
o221ai	24
xor2	3
==> cells in the final DEF (no fill, tap or decap), types with 9 or more instances in the layout <==
cell,count
nor2b_1,26
clkdlybuf4s50_1,52
dfxtp_1,60
edfxtp_1,98
o2111ai_1,24
buf_4,9
o221ai_1,24
a22o_1,24
inv_1,29
nand2_1,28
==> routing by layer <==
metal	track usage	vias to the layer above
met5	0	-
met4	0.00936	0
met3	0.0116	6
met2	0.150	81
met1	0.157	1527
li1	-	1528
==> stage by stage <==
| stage | hold WS [ns] | util | setup WS [ns] | instance area [um^2] |
|---|---|---|---|---|
| CTS | 0.519 | 0.360 | 0.839 | 6560 |
| floorplan | 0.453 | - | 0.515 | 5650 |
| global route | 0.553 | 0.360 | 0.805 | 6560 |
| finish | 0.518 | 0.360 | 0.865 | 6560 |
| global placement | 0.465 | 0.352 | 0.911 | 6410 |
| detailed placement | 0.510 | 0.352 | 0.886 | 6410 |
Power figures rest on the tool's default switching activity, not on a simulated workload.
