**run.sh**
```bash
#!/bin/bash
# OpenROAD 26Q1-2900-gdf79404cd8, Yosys 0.63+post, stock flow scripts
make -C /OpenROAD-flow-scripts/flow DESIGN_CONFIG=/design/flow/config.mk WORK_HOME=/design/flow/orfs finish
```
**config.mk**
```make
export PLATFORM = sky130hd
export DESIGN_NAME = MIXER_COEFFICENTS
export DESIGN_NICKNAME = MIXER_COEFFICENTS
export VERILOG_FILES = /design/flow/design.v
export SDC_FILE = /design/flow/constraint.sdc
export NUM_CORES = 4
export LEC_CHECK = 1
export CORE_UTILIZATION = 50
```
**constraint.sdc**
```tcl
current_design MIXER_COEFFICENTS

set clk_period 72.3
set clk_io_pct 0.2

create_clock -name clk0 -period $clk_period [get_ports {CLK}]

set non_clock_inputs [all_inputs -no_clocks]
set_input_delay [expr $clk_period * $clk_io_pct] -clock clk0 $non_clock_inputs
set_output_delay [expr $clk_period * $clk_io_pct] -clock clk0 [all_outputs]
```
**design.v**
```verilog
module MIXER_COEFFICENTS(
	input CLK,
	input nRST,
	input latch_input,
	input [15:0] coefficent_input,
	input [3:0] input_address,
	input [3:0] output_address,
	input [3:0] config_id,
	output [15:0] coeff_a,
	output [15:0] coeff_b,
	output [15:0] coeff_c,
	output [15:0] coeff_d,
	output [15:0] coeff_e,
	output [15:0] coeff_f,
	output [15:0] coeff_output
);
localparam OUTPUT = 			4'b0000;  
localparam ADC_ALPHA = 		4'b0001;
localparam ADC_BETA = 		4'b0010;  
localparam SIG_GEN_ALPHA = 4'b0011;
localparam SIG_GEN_BETA = 	4'b0100;
localparam ETHERNET_IN = 	4'b0101;
localparam BLUETOOTH_IN = 	4'b0110;
localparam DAC_ALPHA = 		4'b0000;
localparam DAC_BETA = 		4'b0001;
localparam BLUETOOTH_OUT = 4'b0010;
localparam ETHERNET_OUT = 	4'b0011;
localparam num_of_inputs = 6;
localparam num_of_outputs = 4;
reg [15:0] coeff_array [num_of_outputs-1:0][num_of_inputs:0];
integer i;
integer j;
assign coeff_output = coeff_array[config_id][OUTPUT];
assign coeff_a = coeff_array[config_id][ADC_ALPHA];
assign coeff_b = coeff_array[config_id][ADC_BETA];
assign coeff_c = coeff_array[config_id][SIG_GEN_ALPHA];
assign coeff_d = coeff_array[config_id][SIG_GEN_BETA];
assign coeff_e = coeff_array[config_id][ETHERNET_IN];
assign coeff_f = coeff_array[config_id][BLUETOOTH_IN];
always @(posedge CLK)
begin
	if(~nRST)
	begin
		for(i=0; i < num_of_outputs; i=i+1) begin
			for(j=0; j < num_of_inputs; j=j+1) begin
				coeff_array[i][j] <= 16'b0;  
			end
		end
	end
	else
	begin
		if(latch_input == 1'b1)
		begin
			coeff_array[output_address][input_address] <= coefficent_input;
		end
	end
end
endmodule
```
==> results.ini <==
[cells_and_area]
syn_to_final_growth_pct=12.8
largest_register_ffs=512
fill_cells=5632
fin_util=0.573
drive_gt1_frac=0.218
largest-register=coeff_array
reg_top3=coeff_array: 512 flops

[synth]
synthArstFlopShare=0
top_area_cell=edfxtp_1
yosys-stat-cells=2837
syn_area_per_cell_um2=12.9
ys_seq_frac=0.421
ff_type=edfxtp_1
edf_count=512
ys_types=48
top_area_frac=0.421
synthTopCellsByArea=edfxtp_1, mux2i_1, mux4_2
synthMostInstantiatedCell=mux2i_1
synth-seq-cells=512
synth_area_um2=36500
synth_chip_area_um2=36500
synthTopCellsByCount=mux2i_1, edfxtp_1, and2_1, mux4_2, o21ai_0
synth_warnings=1
syn_inst=2837

[grt]
grt_max_degree=111
grt_pass1_wl_um=199000
antenna_found_initial=6
grt_usage=0.419
grt_overflow=0
grt_pass1_vias=26300

[final_timing]
tns_ns=0
setup_slack_ns=37.07
fin_crit_sh=0.487
slew_viol_final=0
worst_pin_slew_ns=1.40
slew_headroom=0.0431
setup-violations-final=0
finalCriticalPeriod_ns=35.23
fmax_ghz=0.0284
rsz0062_at_grt=false
hold_viol=0

[flow_run]
maxCapViolations=0
warning_count=41

[clock_tree]
cts_buffers=59
htreeDepth=2
cts_tree=done
root_buffer=clkbuf_16
cts_buffer_depth=3
cts_setup_buffers=0
clkTransAtPathRegs_ns=0.06
clock-sinks=512
postCtsResizedCells=0
cts_hold_buffers=0

[power_and_ir_drop]
p_per_area_nw_per_um2=34.9
p_leak_nw=15.4
ir_drop_mv=0.0209

[detailed_routing]
dr.pass1.iters=8
route.detailed.drc=0
ant_nets=0
vias_per_cell=6.85
vias=26700
routed_wl_um=143000
drtIter0Drc=2649
wire_per_inst_um=36.6

[place]
place_congestion=1.10
dpl.hpwl_um=102000
port_buffers=142
dpl_worst_slack_ns=37.31

[critical_path]
required_ns=57.84
arrival_ns=20.77
crit_path_start_kind=input port
crit_type=in -> out
cp-end-kind=output pin
crit_path_max_fanout=66

[die]
die_y_um=272
core_um2=71900
fp_util=0.508
placementRows=98
die_w_um=272
ios=143
die_area_um2=74100

[worst_hold_path]
hp-class=in -> reg

[run_status]
status=complete, no violations

## cell type report
| cell class | instances | area (µm²) | share of cell area |
|---|---|---|---|
| inverter | 24 | 97.6 | 0.00237 |
| antenna | 6 | 15.0 | 0.000364 |
| tap | 950 | 1190 | 0.0288 |
| multi-input combinational | 2025 | 20000 | 0.485 |
| sequential | 512 | 15400 | 0.373 |
| clock inverter | 39 | 563 | 0.0137 |
| clock buffer | 70 | 1520 | 0.0368 |
| timing repair buffer | 275 | 2450 | 0.0595 |
## cell usage in the layout (no fill, tap or decap), types with 15 or more instances in the layout
master             n
o21ai_0          113
mux2i_1          580
nor2b_1           17
nand3_1           17
clkdlybuf4s50_1  141
inv_1             23
nor2_2            18
clkbuf_16         59
buf_4            131
o22ai_1           64
a221oi_1          66
a21oi_1           33
mux2_2           115
mux4_2           240
ha_1              20
edfxtp_1         512
and2_1           404
a32o_1            15
nor2_1            34
a22o_1            94
o21ai_2           20
nand2_1           71
## through the flow
stage | hold WS, ns | total power (W) | cells | cell area [µm²]
finish | 14.56 | 0.00144 | 3901 | 41200
global route | 14.62 | 0.00147 | 3895 | 41200
CTS | 14.55 | 0.00141 | 3895 | 41200
detailed placement | 15.23 | 0.00109 | 3786 | 39100
global placement | 15.23 | 0.00108 | 3786 | 39100
floorplan | 14.56 | 0.000707 | 2837 | 36500
## critical path: stages
cell	delay, ns
buf_8	0.48
inv_8	0.37
ha_4	0.80
buf_4	0.67
buf_4	0.73
buf_4	0.68
mux2i_1	0.28
mux2_2	0.35
o21ai_0	0.17
a221oi_1	0.06
o21ai_0	0.87
clkdlybuf4s50_1	0.64
## power breakdown
group / switching (W) / total, W / internal [W] / leakage, nW
clock network: 0.000127 / 0.000326 / 0.000199 / 1.01
registers: 0.0000134 / 0.000365 / 0.000352 / 4.80
logic: 0.000435 / 0.000745 / 0.000310 / 9.54
## kinds of logic after synthesis
| family | after synthesis | synth area share |
|---|---|---|
| buffers and inverters | 300 | 0.0372 |
| AOI/OAI and AO/OA | 436 | 0.0831 |
| muxes | 935 | 0.342 |
| DFF | 512 | 0.421 |
| and+or+nand+nor | 602 | 0.0954 |
| xor gates and xnor gates | 22 | 0.00880 |
| adders and majority gates | 30 | 0.0121 |
## per-layer routing
metal,track usage,vias up,share of wire
li1,-,11300,-
met1,0.541,13100,0.34
met2,0.560,1925,0.42
met3,0.316,393,0.19
met4,0.145,16,0.052
met5,0.0212,-,0.0022
## final timing paths
path / start / end / slack (ns) / depth (start not counted)
worst max-delay path: config_id[0] / coeff_f[8] / 37.07 / 12
worst min-delay path: coefficent_input[12] / coeff_array[7][12] / 14.56 / 1
No activity file was given, so power comes from the tool's default toggle rates.
