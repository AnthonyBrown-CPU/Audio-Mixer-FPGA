$ cat config.mk
export PLATFORM = sky130hd
export DESIGN_NAME = I2S_SEND
export DESIGN_NICKNAME = I2S_SEND
export VERILOG_FILES = /design/flow/design.v
export SDC_FILE = /design/flow/constraint.sdc
export NUM_CORES = 4
export LEC_CHECK = 1
export CORE_UTILIZATION = 30
$ cat constraint.sdc
current_design I2S_SEND

set clk_period 4.9
set clk_io_pct 0.2

create_clock -name clk0 -period $clk_period [get_ports {CLK_50}]
create_clock -name clk1 -period $clk_period [get_ports {CLK_AUDIO}]

set non_clock_inputs [all_inputs -no_clocks]
set_input_delay [expr $clk_period * $clk_io_pct] -clock clk0 $non_clock_inputs
set_output_delay [expr $clk_period * $clk_io_pct] -clock clk0 [all_outputs]
$ cat design.v
module I2S_SEND(
	input CLK_50,
	input CLK_AUDIO,  
	input nRST,
	input enable,
	input [23:0] left_audio_in,
	input [23:0] right_audio_in,
	output reg LRCK,
	output reg BCK,
	output reg DOUT
);
reg busy;
wire [23:0] left_audio_buffer;
wire [23:0] right_audio_buffer;
reg [23:0] left_audio_internal;
reg [23:0] right_audio_internal;
reg clk_prescaler;
reg [7:0] bck_counter; 
localparam LEFT_CHANNEL = 1'b1;
localparam RIGHT_CHANNEL = 1'b0;
always @(posedge CLK_AUDIO, negedge nRST)
begin
	if(nRST == 1'b0)
	begin
		left_audio_internal <= 24'b0;
		right_audio_internal <= 24'b0;
	end
	else
	begin
		clk_prescaler <= clk_prescaler + 1;
		if(clk_prescaler == 0)
		begin
			BCK <= !BCK;
			if(BCK == 1)
				handle_bck();
		end
		if(LRCK == RIGHT_CHANNEL)
		begin 
			if(bck_counter == 8'd30)
				busy <= 1'b1;
			else if(bck_counter == 8'd31)
			begin
				left_audio_internal <= left_audio_buffer;
				right_audio_internal <= right_audio_buffer;
			end
			else if(bck_counter >= 8'd23)
				busy <= 1'b0;
		end
	end
end
task handle_bck;
begin
	bck_counter <= bck_counter + 1;
	if(bck_counter == 8'd31)
	begin
		bck_counter <= 0;
		LRCK <= !LRCK;
		if(LRCK == RIGHT_CHANNEL)
			DOUT <= left_audio_internal[23];
		else if(LRCK == LEFT_CHANNEL)
			DOUT <= right_audio_internal[23];
	end
	if(bck_counter < 8'd23)
	begin
		if(LRCK == LEFT_CHANNEL)
			DOUT <= left_audio_internal[23 - (bck_counter+1)];
		else if(LRCK == RIGHT_CHANNEL)
			DOUT <= right_audio_internal[23 - (bck_counter+1)];
	end
	else if(bck_counter >= 8'd23 && bck_counter != 8'd31)
	begin
		DOUT <= 1'b0;
	end
end
endtask
SF_AUDIO_BUFFER buffer(
								.CLK					(CLK_50), 
								.nRST					(nRST), 
								.left_audio_in		(left_audio_in), 
								.right_audio_in	(right_audio_in), 
								.hold_output		(busy), 
								.left_audio_out	(left_audio_buffer), 
								.right_audio_out	(right_audio_buffer)
);
endmodule
module SF_AUDIO_BUFFER(
	input CLK,
	input nRST,
	input [23:0] left_audio_in,
	input [23:0] right_audio_in,
	input hold_output,
	output reg [23:0] left_audio_out,
	output reg [23:0] right_audio_out
);
always @(posedge CLK, negedge nRST)
begin
	if(nRST == 1'b0)
	begin
		left_audio_out <= 24'b0;
		right_audio_out <= 24'b0;
	end
	else if(CLK == 1'b1 && nRST == 1'b1)
	begin
		if(hold_output == 1'b0)
		begin
			left_audio_out <= left_audio_in;
			right_audio_out <= right_audio_in;
		end
	end
end
endmodule
$ cat run.sh
#!/bin/bash
# OpenROAD 26Q1-2900-gdf79404cd8, Yosys 0.63+post, stock flow scripts
make -C /OpenROAD-flow-scripts/flow DESIGN_CONFIG=/design/flow/config.mk WORK_HOME=/design/flow/orfs finish
==> reports/results.txt <==
cells after synthesis - 305
Die H - 128 um
final wirelength - 8.94 mm
average instance area after synthesis - 15.5 um2
grt peak-use layer - met1
Final GP Congestion - 0.847
first-pass GRT wire length - 14.9 mm
TNS Setup - 0 ps
type of origin of the critical path - clock port
Dominant cell area share - 50.8%
met1 track demand over resource - 16.9%
tool warnings - 76
Ys Warns - 2
PostCTS Resize Cnt - 0
gr usage total - 12.4%
register share of total power - 42.1%
count leader, synth - dfrtp_1
CTS Hold Bufs - 0
Max Cap Viol - 0
Power per Cell Area - 493 nW/um2
CTS tree - built
number of enable flip-flop cells - 13
overall via count from detail_route - 2749
initial detailed-routing violation count - 105
top cells by count - 96 x dfrtp_1, 49 x mux2_2, 48 x mux2_1
Internal Power - 2.37 mW
Slew @ Worst Pin - 778 ps
logic area - 1820 um2
number of remaining DRC errors - 0
P&R area growth vs syn - 31.8%
Most common reg cell - dfrtp_1
core area - 15300 um2
number of global-route vias before repair - 3148
distinct cell type count after synthesis - 39
met3 Usage GRT - 6.74%
vias per cell - 4.63
worst vdd ir - 0.238 mV
final hold vios - 0
die area - 16300 um2
CP Capture Type - flop
Post CTS Setup Buffer Count - 0
met2 usage - 15.8%
initial antenna violation count - 0
post-synthesis cell area - 4730 um2
hpwl dp - 5.77 mm
Crit path arrival time - 3890 ps
Flops after synth - 109
switching pwr - 0.710 mW
asr flop ratio synth - 88.1%
Clk pwr share - 53.8%
HP Class - reg -> reg
RSZ-0062 raised after global routing - no
YS chip area - 4730 um2
CTS sink count - 109
top cells, area - dfrtp_1 51%, mux2_2 12%, mux2_1 11%
yosys cell count - 305
Die W - 128 um
number of core rows - 45
first-pass iteration count of the detailed router - 4
cell type with the largest total area - dfrtp_1
max_slew headroom - 48.1%
Slew Viols, Final - 0
Routed Antenna Nets - 0
CP max FO - 14
largest net degree at the start of global routing - 57
CP required - 5190 ps
# fillers - 1399
Leak Pwr - 2.77 nW
post-layout util - 40.7%
FP Util - 30.9%
Synth Seq Share - 59.0%
final setup vio count - 0
clock skew - 4.93 ps
drt wl/cell - 15.0 um
PortBufs - 52
share of layout cells above drive strength 1 - 26.6%
Remaining Overflow, GRT - 0
clock-pin slew on the worst setup and hold paths - 60 ps
Sw Ratio - 23.1%
IO Pins - 55
outcome - completed
ant diodes - 0
WS Path Type - clk -> reg
Comb power frac - 4.1%
Flop area - 2790 um2
## final cells by class
cell class | instances | area share [%]
Tap cell | 211 | 4.23
Sequential cell | 109 | 44.8
Clock buffer | 29 | 11.3
Clock inverter | 8 | 1.28
Multi-Input combinational cell | 174 | 29.3
Inverter | 8 | 0.482
Timing Repair Buffer | 55 | 8.67
## layer usage
layer	up-vias	wire, um
li1	1260	-
met1	1386	4070
met2	79	4040
met3	24	548
met4	0	283
met5	-	0
## cells in the final DEF, fill, tap and decap left out, types with 2 or more instances in the layout
master	netlist	final
nor2b_1	4	4
mux2_2	49	49
o21ai_0	5	5
and3_1	4	3
a31oi_1	3	3
a211oi_1	3	3
clkbuf_8	0	2
xnor2_1	6	6
clkbuf_16	0	27
edfxtp_1	13	13
inv_1	7	7
mux2i_1	4	4
mux4_2	6	6
ha_1	3	3
and2_1	3	3
dfrtp_1	96	96
nand3_1	5	5
clkdlybuf4s50_1	0	51
nor2_1	6	6
nand2_1	3	3
clkinv_4	0	2
mux2_1	48	48
mux4_1	4	4
clkinv_2	0	2
a21oi_1	4	4
buf_4	2	4
## path summary, 6_finish.rpt
check	start	endpoint	slack, ps	cells after the start
hold / removal	left_audio_internal[6]	left_audio_internal[6]	480	1
setup reg to reg	bck_counter[0]	right_audio_internal[5]	1690	6
max in group clk1	bck_counter[0]	right_audio_internal[5]	1690	6
max in group asynchronous	nRST	right_audio_internal[4]	3150	2
min in group clk0	buffer.right_audio_out[20]	buffer.right_audio_out[20]	500	1
hold reg to reg	left_audio_internal[6]	left_audio_internal[6]	480	1
setup / recovery	CLK_50	buffer.right_audio_out[16]	1300	9
min in group asynchronous	nRST	buffer.left_audio_out[10]	570	1
## cell families after synthesis
family	share of synthesized area, %
adder cells (fa/ha/maj)	0.793
AND/OR/NAND/NOR	4.44
buffers and inverters	2.46
AND-OR/OR-AND	2.83
XOR/XNOR	1.45
flip-flops	59.0
multiplexers	29.0
## power groups by stage
stage | clock network, mW | logic (mW) | registers, mW
5_1_grt | 1.76 | 0.141 | 1.33
6_report | 1.66 | 0.127 | 1.29
4_1_cts | 1.71 | 0.131 | 1.30
## critical path: stages
cell and delay (ps):
clkbuf_16 120, clkbuf_16 130, clkbuf_16 130, clkbuf_16 130, clkbuf_16 130, nand3b_1 110, clkbuf_16 180, clkbuf_16 170
mux2_2 340
## stage by stage
step | instance area, um2 | hold WS [ps] | worst slack [ps] | power (mW) | instances
after floorplan | 4730 | 449 | 1170 | 1.61 | 305
after global placement | 5450 | 463 | 703 | 1.72 | 557
after detailed placement | 5450 | 469 | 703 | 1.74 | 557
after CTS | 6230 | 480 | 1270 | 3.14 | 594
after global routing | 6230 | 496 | 1270 | 3.23 | 594
final | 6230 | 477 | 1300 | 3.08 | 594
## flip-flops by register name (all words and copies together), names as in the netlist
register / cells
busy: 1
BCK: 1
LRCK: 1
buffer.left_audio_out: 24
left_audio_internal: 24
DOUT: 1
right_audio_internal: 24
clk_prescaler: 1
bck_counter: 8
buffer.right_audio_out: 24
No activity file was given, so power comes from the tool's default toggle rates.
